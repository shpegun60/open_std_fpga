--- flow/config.mk ---
export PLATFORM = sky130hd
export DESIGN_NAME = std_gray2bin
export DESIGN_NICKNAME = std_gray2bin
export VERILOG_FILES = /design/flow/design.v
export SDC_FILE = /design/flow/constraint.sdc
export NUM_CORES = 4
export LEC_CHECK = 1
export CORE_AREA = 10 10 109 109
export DIE_AREA = 0 0 119 119
--- flow/constraint.sdc ---
current_design std_gray2bin

set clk_period 4.7
set clk_io_pct 0.2

create_clock -name clk0 -period $clk_period

set non_clock_inputs [all_inputs -no_clocks]
set_input_delay [expr $clk_period * $clk_io_pct] -clock clk0 $non_clock_inputs
set_output_delay [expr $clk_period * $clk_io_pct] -clock clk0 [all_outputs]
--- flow/design.v ---
module std_gray2bin #(parameter DW = 32)  
(
	input [DW-1:0] gray,  
	output [DW-1:0] bin  
);
always_comb begin
	for(integer i = 0; i < DW; i = i + 1) begin
		bin[i] <= ^(gray >> i);
	end
end
endmodule  
--- flow/run.sh ---
#!/bin/bash
# OpenROAD 26Q1-2900-gdf79404cd8, Yosys 0.63+post, stock flow scripts
make -C /OpenROAD-flow-scripts/flow DESIGN_CONFIG=/design/flow/config.mk WORK_HOME=/design/flow/orfs finish
==> flow_summary.ini <==
; implementation run metrics
[outcome]
status = complete, no violations

[floorplan]
die_x_um = 119
fp.coreArea_um2 = 9639
fp.dieH_um = 119
die_area_um2 = 14160
rows = 36
fp_util_pct = 7.295
boundaryPins = 64

[logic_synthesis]
ys_warn_count = 33
yosys-stat-area_um2 = 703.2
ys_seq_share_pct = 0
netlist_area_um2 = 703.2
yosys.cell_types.count = 10
synth_cells = 64
syn_avg_cell_area_um2 = 10.99
yosys_cells = 64

[final_timing]
setup_viol = 0
setup_tns_ns = 0
worstMarginPinSlew_ns = 0.3950
slew_headroom_pct = 73.48
period_used_pct = 96.01
period_minus_slack_ns = 4.512
rsz0062_at_grt = false
fmax_mhz = 221.6
hold_ws_ns = 2.862
hold_viol = 0
slew_viol_final = 0

[power_and_ir_drop]
vdd_drop_max_mv = 0.3132
power_mw = 0.9263
switching_share_pct = 29.61
p_sw_mw = 0.2742
p_clk_share_pct = 0
internal_power_mw = 0.6521
p_leak_nw = 0.6229
power_density_nw_per_um2 = 577.5
pwr-share-comb_pct = 100.0
power_frac_seq_pct = 0

[clock_network]
postCtsSetupBuffers = 0

[place]
placed_cell_area_um2 = 1570
place.gp.congestion = 0.7270
numPortBuffers = 64
dp_hpwl_um = 2541

[worst_setup_path]
crit_type = in -> out
crit_path_end_kind = output port
critical_path.max_fanout = 6
cp.required_ns = 3.76
cp-start-kind = input pin
cp.arrival_ns = 3.57

[finish]
fillers = 1097
drive_gt1_share_pct = 12.50
regArea_um2 = 0
nClkBuffers = 0
final_cell_area_um2 = 1604
fin_util_pct = 16.64
flops = 0
area_growth_pct = 128.1

[global_route]
grt.total_usage_pct = 3.693
grt_pass1_vias = 757
antenna_found_initial = 0
grt_pass1_wl_um = 4215
overflow = 0
grt_start_max_net_pins = 7

[routing]
insertedDiodeCount = 0
antenna_left = 0
drt_first_pass_iters = 2
detail_route.vias_per_cell = 2.535
drc = 0
dr.first_iter.drc_count = 3
finalWirelength_um = 2718
vias = 682
wire_per_inst_um = 10.10

[flow_run]
warnings = 32
drv_cap = 0

[worst_hold_path]
hold_path.class = in -> out
hold_depth = 3
## per-stage QoR
| stage | std cells | setup slack (ns) |
|---|---|---|
| 5_1_grt | 269 | 0.01886 |
| 2_1_floorplan | 64 | 0.9490 |
| 3_5_place_dp | 269 | 0.01298 |
| 6_report | 269 | 0.1875 |
| 4_1_cts | 269 | 0.03871 |
| 3_3_place_gp | 269 | 0.004794 |
## power groups by stage
stage / clock (mW) / combinational [mW] / sequential (mW)
after CTS: 0 / 0.947 / 0
after global routing: 0 / 1.02 / 0
final: 0 / 0.926 / 0
## cell type report
| type | count | area (µm²) | share of cell area (%) |
|---|---|---|---|
| timing repair buffer | 73 | 708.2 | 44.15 |
| multi-input combinational | 60 | 718.2 | 44.77 |
| inverter | 3 | 11.26 | 0.7020 |
| tap | 133 | 166.4 | 10.37 |
## cells in the final DEF, fill, tap and decap left out
cell             count
xor2_1              17
xnor2_1             29
clkdlybuf4s50_1     64
xor3_2               1
xnor2_4              2
buf_4                9
xnor3_2              2
xnor3_1              3
inv_1                3
xor3_1               3
xnor2_2              3
## kinds of logic after synthesis
| kind of cell | synth area share [%] |
|---|---|
| buffers and inverters | 2.669 |
| xor gates and xnor gates | 97.33 |
## metal layers
metal	share of wire (%)	vias up	global-route usage (%)	wire (µm)
li1	-	344	-	-
met5	0	-	0	0
met3	8.7	0	1.343	237
met1	38	310	4.093	1036
met4	0	0	0	0
met2	53	28	6.950	1444
## cell usage after synthesis
cell	number	area, µm²
xnor2_1	32	280.3
xnor3_1	3	67.56
xor3_1	3	71.32
inv_1	3	11.26
xor2_1	17	148.9
xnor2_4	1	27.53
xnor3_2	2	47.55
buf_4	1	7.510
xor3_2	1	25.02
xnor2_2	1	16.27
## worst max-delay path, stage by stage
cell	delay, ns
clkdlybuf4s50_1	0.46
xor3_1	0.50
xnor2_2	0.28
xnor2_2	0.17
xnor3_2	0.55
xnor2_1	0.17
clkdlybuf4s50_1	0.50
## timing repair
item                                    4_1_cts  5_1_grt
resized                                       1        3
endpoints found under the setup margin        1       12
hold buffers                                  0        0
hold endpoints to repair                      0        0
pin swaps                                     0        2
## path summary, 6_finish.rpt
check	startpoint	to	slack [ns]
hold / removal	gray[27]	bin[27]	2.86
setup / recovery	gray[13]	bin[5]	0.19
No activity file was given, so power comes from the tool's default toggle rates.
