==> design/flow/design.v <==
module std_8b10b_encode
(
	input		clk,
	input		nreset,
	input		ksel,
	input [7:0] 	data_in,
	input		disp_in,
	output		RD_out,
	output	[9:0] 	data_out
);
logic 		ksel_latch;
logic 		disparity_latch;
logic [7:0]	data_in_latch;
logic [9:0]	data_out_latch;
logic 		RD_latch;
logic [9:0]	data_out_wire;
logic		disparity;
logic [7:0]	TXD;
logic		K;
logic [9:0]	code_group;
logic 	[4:0] TXD_5;
logic 	[2:0] TXD_3;
logic 	A,B,C,D,E,F,G,H;
logic 	a,b,c,d,e,i_rdp,i_rdn,f,g,h,j;
logic 	NA,NB,NC,ND,NE;
logic 	[2:0] bit6_disp;
logic 	[2:0] bit4_disp;
logic	[5:0] code_6b;
logic	[3:0] code_4b;
logic	bit_6rd;
logic	bit_4rd;
logic 	invert_6;
logic	invert_4;	
logic	invert_3b4;
logic	spe_4bp, spe_4bn;
logic	k_j;
logic	k_i;
logic RD;
logic NF;
logic NG;
logic NH;
assign RD_out 		= RD_latch;
assign data_out 	= data_out_latch;
assign TXD 		= data_in_latch;
assign K 		= ksel_latch;
assign disparity 	= disparity_latch;
assign data_out_wire 	= code_group;
assign code_group = {code_6b,code_4b};
assign TXD_5 = TXD[4:0];
assign TXD_3 = TXD[7:5];
assign k_i = (TXD[4:0] == 5'b11100); 
assign k_j = (TXD[7:5] == 3'b111);
assign invert_6 = ((TXD_5 == 'd0) | (TXD_5 == 'd1) | (TXD_5 == 'd2) | (TXD_5 == 'd4) | (TXD_5 == 'd7) | (TXD_5 == 'd8) 
		| (TXD_5 == 'd15) | (TXD_5 == 'd16) | (TXD_5 == 'd23) | (TXD_5 == 'd24) | (TXD_5 == 'd27) | 
		(TXD_5 == 'd29) | (TXD_5 == 'd30) | (TXD_5 == 'd31));  
assign invert_4 = ((TXD_3 == 'd0) | (TXD_3 == 'd3) | (TXD_3 == 'd4) | (TXD_3 == 'd7));
assign invert_3b4 = ((TXD_5 == 'd0) | (TXD_5 == 'd1) | (TXD_5 == 'd2) | (TXD_5 == 'd4) | (TXD_5 == 'd8) | 
		    (TXD_5 == 'd15) | (TXD_5 == 'd16) | (TXD_5 == 'd23) | (TXD_5 == 'd24) | (TXD_5 == 'd27) |
		    (TXD_5 == 'd29) | (TXD_5 == 'd30) | (TXD_5 == 'd31)); 
assign spe_4bp = ((TXD == 'hEB) | (TXD == 'hED) | (TXD == 'hEE));
assign spe_4bn = ((TXD == 'hF1) | (TXD == 'hF2) | (TXD == 'hF4));
assign bit6_disp = (code_6b[5] + code_6b[4] + code_6b[3] + code_6b[2] + code_6b[1] + code_6b[0]);
assign bit4_disp = (code_4b[3] + code_4b[2] + code_4b[1] + code_4b[0]);
assign bit_6rd = (bit6_disp > 'd3) & (bit6_disp != 'd3);
assign bit_4rd = (bit4_disp > 'd2) & (bit4_disp != 'd2);
assign RD = (bit6_disp == 'd3 & bit4_disp == 'd2) ? disparity : ((bit4_disp == 'd2) ? bit_6rd : bit_4rd); 
assign code_6b[5] = K ? (disparity ? NA : A ):
	                ((disparity & invert_6) ? ~a : a);
assign code_6b[4] = K ? (disparity ? NB : B) : 
                        ((disparity & invert_6) ? ~b : b);
assign code_6b[3] = K ? (disparity ? NC : C) : 
			((disparity & invert_6) ? ~c : c);
assign code_6b[2] = K ? (disparity ? ND : D) : 
			((disparity & invert_6) ? ~d : d);
assign code_6b[1] = K ? (disparity ? NE : E) : 
			((disparity & invert_6) ? ~e : e);
assign code_6b[0] = K ? (disparity ? ~k_i : k_i) : 
			((disparity & invert_6) ? i_rdp: i_rdn);
assign code_4b[3] = (disparity)  ? ((k_j & K) ? 'b0 : (K ? ~f : (spe_4bp ? 'b1 : ((invert_4) ? (invert_3b4 ? ~f : f): f)))) :
				   ((k_j & K) ? 'b1 : (K ? f :(spe_4bn ? 'b0 :((invert_4) ? (invert_3b4 ? f : ~f) : f))));
assign code_4b[2] = (disparity)  ? ((k_j & K) ? 'b1 : (K ? ~g :(spe_4bp ? 'b0 : ((invert_4) ? (invert_3b4 ? ~g : g) : g)))) : 
                                   ((k_j & K) ? 'b0 : (K ? g  :(spe_4bn ? 'b1 :((invert_4) ? (invert_3b4 ? g : ~g)  : g))));
assign code_4b[1] = (disparity)  ? ((k_j & K) ? 'b1 : (K ? ~h :(spe_4bp ? 'b0 : ((invert_4) ? (invert_3b4? ~h : h) : h)))) : 
				   ((k_j & K) ? 'b0 : (K ? h  :(spe_4bn ? 'b1 :((invert_4) ? (invert_3b4 ? h : ~h) : h))));
assign code_4b[0] = (disparity)  ? ((k_j & K) ? 'b1 : (K ? ~j :(spe_4bp ? 'b0 : ((invert_4) ? (invert_3b4 ? ~j : j): j)))) : 
                                   ((k_j & K) ? 'b0 : (K ? j :(spe_4bn ? 'b1 :((invert_4) ? (invert_3b4 ? j : ~j) : j))));
assign A = TXD[0];
assign B = TXD[1];
assign C = TXD[2];
assign D = TXD[3];
assign E = TXD[4];
assign F = TXD[5];
assign G = TXD[6];
assign H = TXD[7];
assign NA = ~A;
assign NB = ~B;
assign NC = ~C;
assign ND = ~D;
assign NE = ~E;
assign NF = ~F;
assign NG = ~G;
assign NH = ~H;
assign a = (E & A) | (NE & ND & NB & NA) | (NE & D & NB & A) | (NE & ND & B & A) | (NE & ND & NC & B)
                    | (C & NB & A) | (NC & B & A) | (NC & NB & D);
assign b = (E & B & NA) | (ND & B & A)| (NE & D & B) |(D & NC & B) 
                    |(NE & C & B) |(NE & ND & C & NA) |(NE & ND & NC & A) |(NC & NB & NA & D) |(NC & NB & NA & E) ; 
assign c = (NE & ND & B & NA) | (NE & ND & NB & A) | 
                    (NE & D & NB & NA) | (E & ND & NB & NA) | (NE & ND & C & B) | (E & C & B)  | (C & NB & A) | (E & C & NB) | (C & B & NA);
assign d = (NE & ND & NB & NA) | (NE & ND & NC & NB) | (NE & NC & B & NA) | (D & NB & A) | (D & B & NA) 
			| (NE & D & B) | (E & D & NC & B) | (D & C & NB & NA);
assign e = E | (ND & NC & NB & NA) | (D & C & B & A);
assign i_rdn = (NE & NB & NA) | (ND & NB & NA) | (NE & ND & B & NA) | (NE & ND & NB) | (D & C & B & A) 
		    | (ND & NC & NA) | (E & ND & NC & NB) | (NE & NC & NB & A) | (NC & NB & NA) | (NE & ND & NC) | (NE & NC & B & NA);
assign i_rdp = (NE & ND & ((B & A) | (C & B) | (C & A))) | (NC & B & NA & (E ^ D)) | (E & D & C & (B ^ A)) | (E & ND & C & ((B & A) | (NB & NA)))
		| (NE & D & NC & NB & A) | (E & D & NC & B & A) | (E & ND & NC & NB & A) | (NE & D & C & NB & NA);
assign f = (NG & F);
assign g = (NF & (NH | G));
assign h = (H & (NG | NF)) | (NH & G & F);
assign j = (NH & (F | G)) | (G & F);
always_ff @(posedge clk, negedge nreset) begin
	if(~nreset) begin
		ksel_latch <= 1'd0;
		disparity_latch <= 1'd0;
		data_in_latch <= 8'd0;
		RD_latch	<= 1'd0;
		data_out_latch <= 10'd0;
	end else begin
		ksel_latch <= ksel;
		data_in_latch <= data_in;
		disparity_latch <= disp_in;
		RD_latch <= RD;
		data_out_latch <= data_out_wire;
	end
end
endmodule
==> design/flow/run.sh <==
#!/bin/bash
# OpenROAD 26Q1-2900-gdf79404cd8, Yosys 0.63+post, stock flow scripts
make -C /OpenROAD-flow-scripts/flow DESIGN_CONFIG=/design/flow/config.mk WORK_HOME=/design/flow/orfs finish
==> design/flow/config.mk <==
export PLATFORM = sky130hd
export DESIGN_NAME = std_8b10b_encode
export DESIGN_NICKNAME = std_8b10b_encode
export VERILOG_FILES = /design/flow/design.v
export SDC_FILE = /design/flow/constraint.sdc
export NUM_CORES = 4
export LEC_CHECK = 1
export CORE_UTILIZATION = 40
==> design/flow/constraint.sdc <==
current_design std_8b10b_encode

set clk_period 7.5
set clk_io_pct 0.2

create_clock -name clk0 -period $clk_period [get_ports {clk}]

set non_clock_inputs [all_inputs -no_clocks]
set_input_delay [expr $clk_period * $clk_io_pct] -clock clk0 $non_clock_inputs
set_output_delay [expr $clk_period * $clk_io_pct] -clock clk0 [all_outputs]
==> changes_impl.md <==
### Changed

- Maximum net fanout on the critical path: 20
- Final Setup Violations: 0
- GP Congestion: 0.9268
- Cell area after synthesis: 1829 um2
- Clock input transition at the sequential cells of the worst setup and hold paths: 0.07 ns
- Startpoint Class: register
- Path type of the worst setup path: register to register
- Fraction of final layout cells with drive strength greater than 1: 7.489%
- Estimated wirelength of the detail-placed design: 2.728 mm
- Max Buffers Root-to-Sink: 2
- Run status: complete, no violations
- Cell family contributing the most delay on the critical path: adder cells
- Post-CTS Hold Buffers: 0
- GRT Total Usage: 16.61%
- Post-CTS Setup Inserts: 0
- Tmin final: 4.517 ns
- Clock tree from TritonCTS: yes
- Final period util: 60.22%
- Die span in x: 69.63 um
- Most frequently used flop master after synthesis: sky130_fd_sc_hd__dfrtp_1
- Worst-path cell with the longest stage delay: sky130_fd_sc_hd__dfrtp_1
- Max capacitance violation total: 0
- Area growth from synthesis to final layout: 15.12%
- Worst Hold Path Cells: 2
- Cell count after synthesis: 211
- Setup repair after global routing missed its margin: false
- Maximum clock frequency: 221.4 MHz
- Proportion of netlist area held by the largest area contributor: 28.73%
- Max-slew violations: 0
- Yosys synthesis chip area: 1829 um2
- Clock skew after layout: 0.001301 ns
- Num Clock Sinks: 21
- Detail-routed net length per standard cell: 13.33 um
- Startpoint of the worst hold path: data_in_latch[5]
- Clock network latency to the later pin of the worst-skew pair: 0.25 ns
- Power Density: 161.9 nW/um2
- # Cells Yosys: 211
- Cells along the critical path: inv_1, ha_1, or2_1, a21oi_1, o2111ai_1, a21oi_1, a31oi_1, and3_1, fa_1, inv_1, fa_1, inv_1, ha_1, fa_1, a31oi_1, mux2i_1
- Destination of the worst register-to-register timing path: RD_latch
- Ys async rst share: 100.0%
- Detailed-route via count: 1564
- Post-layout util: 48.03%
- Cell type with the largest total area after synthesis: sky130_fd_sc_hd__dfrtp_1
- Required time at the worst-slack endpoint: 7.64 ns
- Initial DRC Count: 66
- Root buffer selected by CTS: sky130_fd_sc_hd__clkbuf_8
- Reg-to-reg slack, setup: 2.98 ns
- Portion of the post-synthesis area used by sequential elements: 28.73%
- Sink of the worst hold path: data_out_latch[2]
- Hold Violations, Final: 0
- Number of global-route vias before repair: 1381
- Flip-flops with a built-in enable: 0
- Total wire length after detailed routing: 3.719 mm
- Number of search-and-repair iterations in the first detailed-routing pass: 4
- Data arrival at the endpoint of the critical path: 4.65 ns
- Remaining Overflow, GRT: 0
- Synth Warn #: 1
- Number of buffers inserted during clock tree synthesis: 3
- Global-route wire length before repair: 6.520 mm
- Mean instance size in the synthesized netlist: 8.669 um2
- Distinct cell type count after synthesis: 55
- Post-cts sizing count: 0
- H-tree lvl count: 1
- Leakage: 0.9148 nW
- Die extent in y: 69.63 um
- TNS Setup: 0 ns
- Number of antenna violations at the first check in global routing: 0
- Count of inserted antenna diode cells: 0
- Flops out of synthesis: 21
- Hold WC Path Type: register to register
- Buffers plus inverters on the worst setup path: 3
- Post-DRT Antenna Nets: 0
- Area of the die: 4848 um2
- CP peak stage delay: 0.70 ns
- Floorplan-stage core utilization: 41.72%
- Port Buffers: 22
- Tally of OpenROAD warnings: 34
- Post-detailed-route via-to-cell ratio: 5.606
- Pin count of the biggest net entering global routing: 27
- Placeable core region: 4384 um2
- Filler cells: 419
- FF-to-FF Start: data_in_latch[1]
- Final routed DRC violation total: 0
- Dominant logic cell type in the layout: sky130_fd_sc_hd__clkdlybuf4s50_1
- Floorplan row count: 24
- Worst Tran Pin Value: 0.6855 ns
- Worst slew slack as a fraction of its limit: 53.88%
- Worst reg2reg path depth: 16
- Endpoint class of the critical path: register
- Worst supply voltage drop on vdd: 0.00009857 V
- Number of ports placed on the die boundary: 23
- Commonest cells after routing, fill and taps aside: sky130_fd_sc_hd__clkdlybuf4s50_1, sky130_fd_sc_hd__dfrtp_1, sky130_fd_sc_hd__a21oi_1
- Top cells by area in the synthesized netlist: sky130_fd_sc_hd__dfrtp_1, sky130_fd_sc_hd__ha_1, sky130_fd_sc_hd__a21oi_1, sky130_fd_sc_hd__fa_1, sky130_fd_sc_hd__mux2i_1
## layout make-up
| class | instances | area (um2) | share of cell area (%) |
|---|---|---|---|
| inverter | 17 | 63.81 | 3.030 |
| tap | 52 | 65.06 | 3.090 |
| timing repair buffer | 24 | 235.2 | 11.17 |
| sequential | 21 | 525.5 | 24.96 |
| clock buffer | 4 | 45.04 | 2.139 |
| multi-input combinational | 161 | 1171 | 55.61 |
## per-layer routing
metal / wire [um] / GRT usage (%) / share of wire (%) / vias up
met3: 207 / 2.212 / 5.6 / 4
met2: 1531 / 23.52 / 41 / 51
met4: 38 / 2.222 / 1.0 / 0
met1: 1941 / 28.34 / 52 / 711
met5: 0 / 0 / 0 / -
li1: - / - / - / 798
## worst min-delay path: cells and delay by family (launching register included)
family	cells	cell delay, ns
DFF	1	0.43
muxes	1	0.15
AOI/OAI and AO/OA	1	0.09
## synthesized netlist by cell type (5+ instances only)
cell type                 instances
sky130_fd_sc_hd__dfrtp_1         21
sky130_fd_sc_hd__a21oi_1         18
sky130_fd_sc_hd__nand2_1         16
sky130_fd_sc_hd__ha_1            15
sky130_fd_sc_hd__inv_1           15
sky130_fd_sc_hd__nor2_1          15
sky130_fd_sc_hd__o21ai_0         11
sky130_fd_sc_hd__mux2i_1          7
sky130_fd_sc_hd__nand3_1          6
sky130_fd_sc_hd__a31oi_1          5
sky130_fd_sc_hd__nor3_1           5
## stage by stage
| step | total power [mW] | setup WS [ns] | hold slack, ns | area [um2] | cells |
|---|---|---|---|---|---|
| 2_1_floorplan | 0.2254 | 3.546 | 0.6412 | 1829 | 211 |
| 3_3_place_gp | 0.2720 | 2.938 | 0.7231 | 2061 | 275 |
| 3_5_place_dp | 0.2723 | 2.978 | 0.7264 | 2061 | 275 |
| 4_1_cts | 0.3473 | 2.966 | 0.7369 | 2106 | 279 |
| 5_1_grt | 0.3717 | 2.640 | 0.7923 | 2106 | 279 |
| 6_report | 0.3410 | 2.983 | 0.7331 | 2106 | 279 |
## power by group
| part | switching, mW | leakage (nW) | internal, mW |
|---|---|---|---|
| Clock | 0.0342 | 0.0228 | 0.0378 |
| Combinational | 0.0612 | 0.648 | 0.0698 |
| Sequential | 0.0119 | 0.244 | 0.126 |
| Total | 0.107 | 0.915 | 0.234 |
## worst max path at each step
stage	start	depth (start not counted)	to	slack, ns
4_1_cts	data_in_latch[1]	16	RD_latch	2.97
5_1_grt	data_in_latch[1]	16	RD_latch	2.64
6_report	data_in_latch[1]	16	RD_latch	2.98
## kinds of logic after synthesis
family / after synthesis / share of synthesized area, %
AOI/OAI and AO/OA: 71 / 27.29
xor gates and xnor gates: 1 / 0.4789
muxes: 9 / 5.062
and+or+nand+nor: 60 / 16.00
buffers and inverters: 29 / 7.250
adders and majority gates: 20 / 15.18
DFF: 21 / 28.73
## flip-flops by register name, summed over array words and instances, names as in the netlist
name,flops
data_out_latch,10
data_in_latch,8
RD_latch,1
disparity_latch,1
ksel_latch,1
Power is estimated from default activity; no workload was simulated.
